===== design/flow/run.sh =====
#!/bin/bash
# OpenROAD 26Q1-2900-gdf79404cd8, Yosys 0.63+post, stock flow scripts
make -C /OpenROAD-flow-scripts/flow DESIGN_CONFIG=/design/flow/config.mk WORK_HOME=/design/flow/orfs finish

===== design/flow/config.mk =====
export PLATFORM = sky130hd
export DESIGN_NAME = m_e
export DESIGN_NICKNAME = m_e
export VERILOG_FILES = /design/flow/design.v
export SDC_FILE = /design/flow/constraint.sdc
export NUM_CORES = 4
export LEC_CHECK = 1
export CORE_AREA = 10 10 76 76
export DIE_AREA = 0 0 86 86

===== design/flow/constraint.sdc =====
current_design m_e

set clk_period 2.3
set clk_io_pct 0.2

create_clock -name clk0 -period $clk_period [get_ports {clk}]

set non_clock_inputs [all_inputs -no_clocks]
set_input_delay [expr $clk_period * $clk_io_pct] -clock clk0 $non_clock_inputs
set_output_delay [expr $clk_period * $clk_io_pct] -clock clk0 [all_outputs]

===== design/flow/design.v =====
module m_e(clk, direction, estado_salida);
    input clk;
    input [1:0]direction;
    output reg [5:0]estado_salida;
    reg [5:0] ESTADO_PREV;
    parameter ESTADO_0 = 6'b000_000,
    ESTADO_1 = 6'b000_100,
    ESTADO_2 = 6'b000_110,
    ESTADO_3 = 6'b000_111,
    ESTADO_4 = 6'b001_000,
    ESTADO_5 = 6'b011_000,
    ESTADO_6 = 6'b111_000;
    always @ (posedge clk) begin
    case(estado_salida)    
        ESTADO_0:begin
            if (direction == 2'b01)begin
                estado_salida <= ESTADO_1;
            end else if (direction == 2'b10)begin
                estado_salida <= ESTADO_4;
            end else begin
                estado_salida <=  ESTADO_0;
            end    
            ESTADO_PREV <= ESTADO_0;
        end
        ESTADO_1:begin
            if (ESTADO_PREV == ESTADO_0)begin
                estado_salida <= ESTADO_2;
            end else if(ESTADO_PREV == ESTADO_2)begin
                estado_salida <= ESTADO_0;
            end
            ESTADO_PREV <= ESTADO_1;
        end
        ESTADO_2:begin
            if (ESTADO_PREV == ESTADO_1)begin
                estado_salida <= ESTADO_3;
            end else if(ESTADO_PREV == ESTADO_3)begin
                estado_salida <= ESTADO_1;
            end
            ESTADO_PREV <= ESTADO_2;
        end
        ESTADO_3:begin
            if (direction == 2'b01)begin
                estado_salida <= ESTADO_3;
            end else begin
                estado_salida <= ESTADO_2;
            end
            ESTADO_PREV <= ESTADO_3;
        end
        ESTADO_4:begin
            if (ESTADO_PREV == ESTADO_0)begin
                estado_salida <= ESTADO_4;
            end else if(ESTADO_PREV == ESTADO_5)begin
                estado_salida <= ESTADO_0;
            end
            ESTADO_PREV <= ESTADO_4;
        end
        ESTADO_5:begin
            if (ESTADO_PREV == ESTADO_4)begin
                estado_salida <= ESTADO_6;
            end else if(ESTADO_PREV == ESTADO_6)begin
                estado_salida <= ESTADO_4;
            end
            ESTADO_PREV <= ESTADO_5;
        end
        ESTADO_6:begin
            if (direction == 2'b10)begin
                estado_salida <= ESTADO_6;
            end else begin
                estado_salida <= ESTADO_5;
            end
            ESTADO_PREV <= ESTADO_6;
        end
        default: estado_salida <= ESTADO_0;
    endcase
    end
endmodule

==> COMMIT_EDITMSG <==
Update PnR metrics after Yosys + OpenROAD run

- Outcome: complete, no violations
- According to the timing report, the arrival time at the worst endpoint equals just under 2 ns.
- Syn Area/Cell: between 9 and 10 um2
- Remaining DRCs: 0
- Number of warnings reported in the yosys synthesis log: 1
* Final period util: 0.8655
* Cell at the root of the clock tree: clkbuf_8
- The worst setup path is captured at a flop.
- Antenna violation net count after detailed routing: 0
- Sorting the Yosys area breakdown by cell type puts at the top edfxtp_1.
- The first global-routing pass estimated roughly 2600 um of wire.
- Unrepaired setup endpoints after global routing: no
* Number of port buffers: 8
- Number of sinks driven by the clock tree: 13
* Worst-case reg-to-reg path depth: 4
- Measured along the x axis, the die boundary spans 86 um.
- Sort of element at the start of the critical path: flop
- Fmax: 502.3 MHz
* CTS buffer count: 3
* Area used by multi-input combinational logic: approximately 310 um2
* Clk buf depth: 2
- In this run the count of I/O pins placed on the die edge is 9.
* Yosys stat chip area: 666.9 um2
- Die Footprint: about 0.0074 mm2
* Via count of the routed design: 565
- Setup-failing EPs final: 0
- Detailed placement finished with a half-perimeter wire length of 1126 um.
* Fraction of final layout cells with drive strength greater than 1: 0.09211
- Clock Skew: slightly below 0.005 ns
- The number of global-route vias before repair came to 532.
- The critical path endpoint has a required time of between 2 and 2.5 ns.
- Library cell contributing the largest single delay on the critical path: edfxtp_1
- Final cell area excluding filler cells: 833.3 um2
- Once the clock tree was built, the resizer swapped 0 gates to a different size.
- The floorplan step set the die height to about 86 um.
- The power report puts the leakage power at 0.0002654 uW.
- The smallest clock period supported by the final layout is computed as 1.991 ns.
- Post-Synthesis Cells: about 68
- The pre-antenna-repair detailed-routing pass consisted of 4 iterations.
- Worst rel slew slack: 0.6387
- CP max FO: 12
* Register cell area after layout: about 320 um2
- Number of violations of the max-capacitance limit: 0
- Final-layout fill cell count: roughly 430
- Number of core rows: 23
- The share of the core area taken by cells at floorplan is 0.1621.
- Clock network latency to the later pin of the worst-skew pair: between 0.2 and 0.25 ns
* Distinct cell type count after synthesis: 31
- Ratio of routed vias to standard cells: 4.484
* Post CTS Setup Buffer Count: 0
- In the CTS report, the clock slew at the register clock pins of the worst setup and hold paths is listed as 0.06 ns.
* Sequential area share after synthesis: 0.4803
* Gr ovfl total: 0
- Last weighted congestion value of the routability-driven placer: ~0.9
- Post-Syn Area: about 670 um2
- Hold repair after CTS inserted 0 buffers.
- Total Wirelength: between 1500 and 2000 um
* Setup TNS after final layout: 0 ns
* 1st-iter DRT viols: between 80 and 90
- Main area contributors: edfxtp_1 (27%), dfxtp_1 (21%), a32o_1 (4.5%)
* Final tally of max-slew violations: 0
- The flow measured a signed area growth from synthesis to layout of 24.95%.
- TritonCTS built the clock tree.
- In the final routed layout, each cell accounts on average for between 10 and 15 um.
- The setup path with the least slack is of type reg -> reg.
- Worst path cell trace: and3b_1 > and2_1 > a221oi_1 > buf_4
- The number of warnings reported in the stage logs is 25.
- Once placement finished, the instance area stood at slightly below 800 um2.
* Hold Path Class: reg -> reg
* Pin count of the biggest net entering global routing: 13
- In the global route stage, overall resource usage came out at 0.04274.
- In the routed netlist, the antenna diode instances number 0.
* Buffers plus inverters on the worst setup path: 1
- The share of synthesized area in the top cell type comes to 0.2702.
* Number of antenna violations at the first check in global routing: 0
- Worst ir drop on vdd: roughly 0.24 mV
- # Cells Yosys: 68
- Counting only logic cells after layout, the most numerous master is clkdlybuf4s50_1.
* Total number of H-tree levels: 1
- Post-synthesis register bit count: 13
- Kind of cell adding the most delay to the critical path: flip-flops
* Worst-Margin Slew: ~0.54 ns
* Hold-critical path depth: 2
* CORE AREA: 0.004115 mm2
- The most common logic cells in the final layout are clkdlybuf4s50_1 (8), dfxtp_1 (7), nor2_1 (6), o21ai_0 (6), edfxtp_1 (6).
* P per Cell Area: about 1100 mW/mm2
- Per the OpenROAD timing report, the critical path contains 4 cells.
- Critical Path Max Stage Delay: between 0.5 and 0.6 ns
* Hold violation total from the final report: 0
[synthesized netlist by cell type, drive strengths merged]
master   n
a211oi   2
a21oi    4
a221oi   1
a32o     3
and2     1
and3b    1
buf      3
clkbuf   2
dfxtp    7
edfxtp   6
inv      1
nand2    1
nand2b   3
nand3    1
nand3b   2
nor2     6
nor2b    1
nor3     2
nor3b    2
nor4     1
o21a     1
o21ai    7
o22ai    3
o2bb2ai  1
o31ai    1
or2      1
or3b     2
or4      1
or4b     1
[area by class of cell]
type / instances / area share
repair buffers: 9 / 0.1051
well taps: 50 / 0.07508
flip-flops and latches: 13 / 0.3844
clock buffers: 4 / 0.05405
inverters: 1 / 0.004505
multi-input cells: 49 / 0.3769
[through the flow]
step / power, uW / hold WS, ns / utilization / cells / setup slack, ns
floorplan: 608.0 / 0.4465 / - / 68 / 0.3748
global placement: 728.3 / 0.4664 / 0.1915 / 122 / 0.3603
detailed placement: 730.4 / 0.4755 / 0.1915 / 122 / 0.3539
CTS: 933.5 / 0.4950 / 0.2025 / 126 / 0.3311
global route: 997.0 / 0.5137 / 0.2025 / 126 / 0.1548
finish: 933.4 / 0.4935 / 0.2025 / 126 / 0.3093
[per-layer routing]
metal	GRT usage	routed length [um]	vias to the layer above	share of wire
met1	0.05773	722	272	0.45
met2	0.06423	743	17	0.46
met3	0.01907	136	0	0.085
met4	0.002994	0	0	0
met5	0	0	-	0
li1	-	-	276	-
[registers in the layout, indices dropped and copies added (netlist names)]
| name | count |
|---|---|
| ESTADO_PREV | 7 |
| estado_salida | 6 |
[path summary, 6_finish.rpt]
kind | start | end | slack (ns)
worst min-delay path | ESTADO_PREV[6]$_DFF_P_ | ESTADO_PREV[6]$_DFF_P_ | 0.49
worst max register to register | estado_salida[3]$_DFFE_PP_ | estado_salida[4]$_DFFE_PP_ | 0.31
worst min register to register | ESTADO_PREV[6]$_DFF_P_ | ESTADO_PREV[6]$_DFF_P_ | 0.49
worst max-delay path | estado_salida[3]$_DFFE_PP_ | estado_salida[4]$_DFFE_PP_ | 0.31
[power by group]
part | total, uW | leakage, uW | switching [uW] | internal [uW]
Clock | 201 | 0.0000228 | 78.7 | 122
Combinational | 318 | 0.000116 | 149 | 169
Sequential | 414 | 0.000127 | 95.8 | 319
[worst reg2reg max path, cell delays in order, from the launching register on]
cell	delay, ns
edfxtp_1	0.55
and3b_1	0.28
and2_1	0.18
a221oi_1	0.48
buf_4	0.23
[cells by family after synthesis]
logic type	count (synthesis)	synth area share
AND/OR/NAND/NOR	26	0.2439
AND-OR/OR-AND	23	0.2270
flip-flops	13	0.4803
buffers and inverters	6	0.04878
Power figures rest on the tool's default switching activity, not on a simulated workload.
