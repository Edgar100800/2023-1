==> /design/flow/design.v <==
module mux21_(output [15:0] y, input s, input [15:0] d0, input [15:0] d1);
  assign y = (s == 1'b0) ? d0 : d1;
endmodule
module mux161(output  [15:0] y, input [3:0] s, input [15:0] d0, input [15:0] d1, input [15:0] d2, input [15:0] d3, input [15:0] d4, input [15:0] d5, input [15:0] d6, input [15:0] d7, input [15:0] d8, input [15:0] d9, input [15:0] d10, input [15:0] d11, input [15:0] d12, input [15:0] d13, input [15:0] d14, input [15:0] d15);
  wire [15:0] a1, a2, a3, a4, a5, a6, a7, a8;
  wire [15:0] b1, b2, b3, b4;
  wire [15:0] c1, c2;
  mux21_ A1(a1, s[0], d0, d1);
  mux21_ A2(a2, s[0], d2, d3);
  mux21_ A3(a3, s[0], d4, d5);
  mux21_ A4(a4, s[0], d6, d7);
  mux21_ A5(a5, s[0], d8, d9);
  mux21_ A6(a6, s[0], d10, d11);
  mux21_ A7(a7, s[0], d12, d13);
  mux21_ A8(a8, s[0], d14, d15);
  mux21_ B1(b1, s[1], a1, a2);
  mux21_ B2(b2, s[1], a3, a4);
  mux21_ B3(b3, s[1], a5, a6);
  mux21_ B4(b4, s[1], a7, a8);
  mux21_ C1(c1, s[2], b1, b2);
  mux21_ C2(c2, s[2], b3, b4);
  mux21_ D1(y, s[3], c1, c2);
endmodule
==> /design/flow/run.sh <==
#!/bin/bash
# OpenROAD 26Q1-2900-gdf79404cd8, Yosys 0.63+post, stock flow scripts
make -C /OpenROAD-flow-scripts/flow DESIGN_CONFIG=/design/flow/config.mk WORK_HOME=/design/flow/orfs finish
==> /design/flow/config.mk <==
export PLATFORM = sky130hd
export DESIGN_NAME = mux161
export DESIGN_NICKNAME = mux161
export VERILOG_FILES = /design/flow/design.v
export SDC_FILE = /design/flow/constraint.sdc
export NUM_CORES = 4
export LEC_CHECK = 1
export CORE_AREA = 10 10 127 127
export DIE_AREA = 0 0 137 137
==> /design/flow/constraint.sdc <==
current_design mux161

set clk_period 1.8
set clk_io_pct 0.2

create_clock -name clk0 -period $clk_period

set non_clock_inputs [all_inputs -no_clocks]
set_input_delay [expr $clk_period * $clk_io_pct] -clock clk0 $non_clock_inputs
set_output_delay [expr $clk_period * $clk_io_pct] -clock clk0 [all_outputs]
==> deck_impl_summary.md <==
Synthesis and Place & Route Summary

STA
  – Final setup fails: 16
  – Fmax: 484 MHz
  – RSZ-0062 raised after global routing: true
  – Final hold slack: 1250 ps
  – PnR worst setup slack: -267 ps
  – Fin. Hold Viols: 0
  – Slew Limit Fails: 0
  – Period utilization: 115%
  – Worst slew pin tran: 245 ps
  – Worst rel slew slack: 83.7%
  – Fin crit period: 2070 ps

Worst setup path
  – Required time of the critical path: 1440 ps
  – Worst path cell trace: buf_16, buf_12, buf_12, buf_4, mux4_2, a22oi_1, nand2_2, buf_2
  – CP arrival: 1710 ps
  – Startpoint Class: primary input
  – Worst setup EP type: primary output
  – Cell with the most instances on the worst path: buf_12
  – CP max stage delay: 480 ps
  – Critical path type: primary input to primary output
  – Max Fanout on Critical Path: 5
  – Slowest CP cell: mux4_2

Route
  – WL/cell: 22.4 µm
  – Diode count: 0
  – Via count: 2774
  – WL final: 14200 µm
  – DRC: 0
  – Drt first pass iters: 4
  – Vias per std cell: 4.39
  – Post-route ant nets: 0
  – DRT iter0 DRCs: 104

Placed design
  – DP Wirelength: 12400 µm
  – IO Port Bufs: 276
  – Placer Congestion: 0.940

Hold path
  – Hold path depth: 5
  – Worst hold endpoint: y[15]
  – HP Class: primary input to primary output
  – Worst Hold Launch: d8[15]

Power
  – Clock network power share: 0%
  – Worst IR drop on VDD: 0.0945 mV
  – Psw: 357 µW
  – Combinational power share: 100.0%
  – Reg power frac: 0%
  – Switching share of power: 27.2%
  – Int Pwr: 956 µW
  – Cell Pwr Density: 232 mW/mm²
  – Tot Pwr: 1.31 mW
  – Leak: 2.22 nW

Logic synthesis
  – Distinct cells, synth: 11
  – Ys cells: 137
  – Top cells by count, synth: mux4_2 (54), a22oi_1 (32), nand2_1 (16)
  – Xor/xnor share: 0%
  – Largest logic family: multiplexers
  – Synth Area per Inst: 14.1 µm²
  – Yosys Warn Count: 0
  – And+or+nand+nor area frac: 4.27%
  – Count leader, synth: mux4_2
  – Complex Gates by Area: 12.4%
  – Cell count after synthesis: 137
  – YS chip area: 0.00193 mm²
  – Top area cell types: mux4_2 (63%), mux4_1 (14%), a22oi_1 (12%), nand2_1 (3.1%), buf_6 (2.3%)
  – Synth Seq Share: 0%
  – Mux area share: 76.5%
  – Adder Area Share: 0%
  – Cell taking the most area after synthesis: mux4_2
  – Top cell area share: 62.9%
  – Cell area after synthesis: 0.00193 mm²

GRT
  – First-pass GRT wire length: 20500 µm
  – Global Route Usage Sum: 14.7%
  – GRT busiest layer: met2
  – Vias in the first global route: 3362
  – GRT met2 Usage: 25.1%
  – Met3 usage: 4.72%
  – Antenna violations before repair: 0
  – Largest net degree at the start of global routing: 24
  – Grt total ovfl: 0
  – Met1 GRT Util: 19.1%

Floorplanning
  – Die Y: 137 µm
  – # rows: 42
  – Core region area: 0.0133 mm²
  – Chip width: 137 µm
  – Initial Util: 14.5%
  – Chip area: 0.0188 mm²
  – Num ports: 276

Run
  – Total tool warning count: 34
  – Max-Cap Viols: 0

Final layout
  – Area growth syn-to-layout: 192%
  – Register area: 0 µm²
  – Flip-flops: 0
  – Layout cell share with drive strength beyond 1: 39.7%
  – Fillers: 1261
  – CLK BUF: 0
  – MI comb area: 0.00194 mm²

Clock tree
  – Hold Buf Count CTS: 0

Outcome
  – Outcome: finished with violations
  – Failing checks: negative setup slack
cell families after synthesis:
logic type	after synthesis
and+or+nand+nor	20
AOI/OAI and AO/OA	32
muxes	64
buffers and inverters	21
worst max-delay path: cells and delay by family:
family	cells	cell delay, ps
multiplexers	1	480
AND-OR/OR-AND	1	230
AND/OR/NAND/NOR	1	70
buffers and inverters	5	550
metrics by stage:
stage                     utilization [%]  setup TNS (ps)  setup WS, ps  cells  cell area, µm²
final                                42.3           -3460          -267    632            5650
after global routing                 42.3           -4620          -345    632            5650
after CTS                            41.8           -3870          -322    629            5570
after detailed placement             38.9          -11320          -762    609            5190
after global placement               38.9          -11280          -745    609            5190
after floorplan                         -               0          20.2    137            1930
worst max path at each step:
stage,cells after the start,endpoint,start
after CTS,9,y[6],s[0]
after global routing,8,y[6],s[0]
final,8,y[6],s[0]
cell usage in the layout, fill, tap and decap left out:
cell and count:
buf_4 29, and2_2 1, dlygate4sd2_1 24, nor2b_4 2, nand2_2 3, clkdlybuf4s50_1 223, mux4_2 64, buf_16 4
nor2_4 1, buf_2 17, buf_12 15, a22oi_1 4, dlymetal6s2s_1 11, buf_8 3, nand2_1 13, buf_6 14
a22oi_2 28
layer usage:
| layer | part of all wire, % | routed length, µm | vias up |
|---|---|---|---|
| li1 | - | - | 1287 |
| met5 | 0 | 0 | - |
| met1 | 39 | 5570 | 1343 |
| met2 | 51 | 7240 | 144 |
| met4 | 0 | 0 | 0 |
| met3 | 9.6 | 1360 | 0 |
cell type report:
class	count	area share (%)
repair buffers	340	61.9
well taps	176	3.90
multi-input cells	116	34.2
power groups by stage:
stage / Clock, mW / Sequential (mW) / Combinational, mW
4_1_cts: 0 / 0 / 1.32
5_1_grt: 0 / 0 / 1.41
6_report: 0 / 0 / 1.31
repair_timing:
item                                    4_1_cts  5_1_grt
endpoints found under the setup margin       16       16
pin swaps                                    36        8
gates resized                               146       22
buffers inserted                             20        5
cloned                                        4        0
Power figures rest on the tool's default switching activity, not on a simulated workload.
